[flow/config.mk]
export PLATFORM = sky130hd
export DESIGN_NAME = ALU_TOP
export DESIGN_NICKNAME = ALU_TOP
export VERILOG_FILES = /design/flow/design.v
export SDC_FILE = /design/flow/constraint.sdc
export NUM_CORES = 4
export LEC_CHECK = 1
export CORE_UTILIZATION = 40
[flow/constraint.sdc]
current_design ALU_TOP

set clk_period 1.0
set clk_io_pct 0.2

create_clock -name clk0 -period $clk_period [get_ports {CLK}]

set non_clock_inputs [all_inputs -no_clocks]
set_input_delay [expr $clk_period * $clk_io_pct] -clock clk0 $non_clock_inputs
set_output_delay [expr $clk_period * $clk_io_pct] -clock clk0 [all_outputs]
[flow/design.v]
module ALU_TOP #(parameter TOP_IN_DATA_WIDTH = 16, TOP_OUT_DATA_ARITH_WIDTH = 2*TOP_IN_DATA_WIDTH, TOP_OUT_DATA_WIDTH = TOP_IN_DATA_WIDTH)
(
    input wire signed [TOP_IN_DATA_WIDTH-1:0]         A,
    input wire signed [TOP_IN_DATA_WIDTH-1:0]         B,
    input wire        [3:0]                           ALU_FUN,
    input wire                                        CLK,
    input wire                                        RST,
    output wire signed [TOP_OUT_DATA_ARITH_WIDTH-1:0] Arith_OUT,
    output wire                                       Carry_OUT,
    output wire                                       Arith_Flag,
    output wire        [TOP_OUT_DATA_WIDTH-1:0]       Logic_OUT,
    output wire                                       Logic_Flag,
    output wire        [TOP_OUT_DATA_WIDTH-1:0]       CMP_OUT,
    output wire                                       CMP_Flag,
    output wire        [TOP_OUT_DATA_WIDTH-1:0]       Shift_OUT,
    output wire                                       Shift_Flag
);
    wire TOP_Arith_Enable, TOP_Logic_Enable, TOP_CMP_Enable, TOP_Shift_Enable;
    DECODER_UNIT  D1 
    (
        .ALU_FUN_SEL(ALU_FUN[3:2]),
        .Arith_Enable(TOP_Arith_Enable),
        .Logic_Enable(TOP_Logic_Enable),
        .CMP_Enable(TOP_CMP_Enable),
        .Shift_Enable(TOP_Shift_Enable)
    );
    ARITHMETIC_UNIT #(.IN_DATA_WIDTH(TOP_IN_DATA_WIDTH), .OUT_DATA_WIDTH(TOP_OUT_DATA_ARITH_WIDTH)) AR1
    (
        .A(A),
        .B(B),
        .CLK(CLK),
        .RST(RST),
        .Arith_Enable(TOP_Arith_Enable),
        .Arith_FUN_SEL(ALU_FUN[1:0]),
        .Arith_OUT(Arith_OUT),
        .Arith_Flag(Arith_Flag),
        .Carry_OUT(Carry_OUT)
    );
    LOGIC_UNIT #(.IN_DATA_WIDTH(TOP_IN_DATA_WIDTH), .OUT_DATA_WIDTH(TOP_OUT_DATA_WIDTH)) L1
    (
        .A(A),
        .B(B),
        .CLK(CLK),
        .RST(RST),
        .Logic_Enable(TOP_Logic_Enable),
        .Logic_FUN_SEL(ALU_FUN[1:0]),
        .Logic_OUT(Logic_OUT),
        .Logic_Flag(Logic_Flag)
    );
    CMP_UNIT #(.IN_DATA_WIDTH(TOP_IN_DATA_WIDTH), .OUT_DATA_WIDTH(TOP_OUT_DATA_WIDTH)) CMP1
    (
        .A(A),
        .B(B),
        .CLK(CLK),
        .RST(RST),
        .CMP_Enable(TOP_CMP_Enable),
        .CMP_FUN_SEL(ALU_FUN[1:0]),
        .CMP_OUT(CMP_OUT),
        .CMP_Flag(CMP_Flag)
    );
    SHIFT_UNIT #(.IN_DATA_WIDTH(TOP_IN_DATA_WIDTH), .OUT_DATA_WIDTH(TOP_OUT_DATA_WIDTH)) SH1 
    (
        .A(A),
        .B(B),
        .CLK(CLK),
        .RST(RST),
        .Shift_Enable(TOP_Shift_Enable),
        .Shift_FUN_SEL(ALU_FUN[1:0]),
        .Shift_OUT(Shift_OUT),
        .Shift_Flag(Shift_Flag)
    );
endmodule
module ARITHMETIC_UNIT #(parameter IN_DATA_WIDTH = 16, OUT_DATA_WIDTH = 2*IN_DATA_WIDTH) 
(
    input wire signed [IN_DATA_WIDTH-1:0]  A,
    input wire signed [IN_DATA_WIDTH-1:0]  B,
    input wire                             CLK,
    input wire                             RST,
    input wire                             Arith_Enable,
    input wire        [1:0]                Arith_FUN_SEL,
    output reg signed [OUT_DATA_WIDTH-1:0] Arith_OUT,
    output reg                             Arith_Flag,
    output reg                             Carry_OUT
);
    reg [OUT_DATA_WIDTH-1:0] Arith_OUT_comb;
    wire Arith_Flag_comb;
    reg Carry_OUT_comb;
    always @(*) begin
        Arith_OUT_comb = 'b0;
        Carry_OUT_comb = 1'b0;
        if (Arith_Enable) begin
            case (Arith_FUN_SEL)
                2'b00 :
                begin
                    Arith_OUT_comb = A + B;
                    Carry_OUT_comb = Arith_OUT_comb[IN_DATA_WIDTH];
                end 
                2'b01 :
                begin
                    Arith_OUT_comb = A - B;
                    Carry_OUT_comb = Arith_OUT_comb[IN_DATA_WIDTH];
                end
                2'b10 :
                begin
                    Arith_OUT_comb = A * B;
                end
                2'b11 :
                begin
                    Arith_OUT_comb = A / B;
                end
                default: 
                begin
                    Arith_OUT_comb = 'b0;
                    Carry_OUT_comb = 1'b0;
                end
            endcase
        end
        else begin
            Arith_OUT_comb = 'b0;
            Carry_OUT_comb = 1'b0; 
        end
    end
    assign Arith_Flag_comb = (Arith_Enable) ? 1'b1 : 1'b0;
    always @(posedge CLK or negedge RST) begin
        if (~RST) begin
            Arith_OUT <= 'b0;
            Arith_Flag <= 1'b0;
            Carry_OUT <= 1'b0;
        end
        else begin
            Arith_OUT <= Arith_OUT_comb;
            Arith_Flag <= Arith_Flag_comb;
            Carry_OUT <= Carry_OUT_comb;
        end
    end
endmodule
module CMP_UNIT #(parameter IN_DATA_WIDTH = 16, OUT_DATA_WIDTH = 16) 
(
    input wire [IN_DATA_WIDTH-1:0]  A,
    input wire [IN_DATA_WIDTH-1:0]  B,
    input wire                      CLK,
    input wire                      RST,
    input wire                      CMP_Enable,
    input wire [1:0]                CMP_FUN_SEL,
    output reg [OUT_DATA_WIDTH-1:0] CMP_OUT,
    output reg                      CMP_Flag
);
    reg [OUT_DATA_WIDTH-1:0] CMP_OUT_comb;
    wire CMP_Flag_comb;
    always @(*) begin
        CMP_OUT_comb = 'b0;
        if (CMP_Enable) begin
            case (CMP_FUN_SEL)
                2'b00 :
                begin
                    CMP_OUT_comb = 'b0;
                end 
                2'b01 :
                begin
                    CMP_OUT_comb = (A == B) ? 'b1 : 'b0;
                end
                2'b10 :
                begin
                    CMP_OUT_comb = (A > B) ? 'b10 : 'b0;
                end
                2'b11 :
                begin
                    CMP_OUT_comb = (A < B) ? 'b11 : 'b0;
                end
                default: 
                begin
                    CMP_OUT_comb = 'b0;
                end
            endcase
        end
        else begin
           CMP_OUT_comb = 'b0; 
        end
    end
    assign CMP_Flag_comb = (CMP_Enable) ? 1'b1 : 1'b0;
    always @(posedge CLK or negedge RST) begin
        if (~RST) begin
            CMP_OUT <= 'b0;
            CMP_Flag <= 1'b0;
        end
        else begin
            CMP_OUT <= CMP_OUT_comb;
            CMP_Flag <= CMP_Flag_comb;
        end
    end
endmodule
module DECODER_UNIT 
(
    input wire [1:0] ALU_FUN_SEL,
    output reg Arith_Enable,
    output reg Logic_Enable,
    output reg CMP_Enable,
    output reg Shift_Enable
);
    always @(*) begin
        Arith_Enable = 1'b0;
        Logic_Enable = 1'b0;
        CMP_Enable = 1'b0;
        Shift_Enable = 1'b0;
        case (ALU_FUN_SEL)
            2'b00 :
            begin
                Arith_Enable = 1'b1;
            end 
            2'b01 : 
            begin
                Logic_Enable = 1'b1;
            end
            2'b10 :
            begin
                CMP_Enable = 1'b1;
            end
            2'b11 : 
            begin
                Shift_Enable = 1'b1;
            end
            default: 
            begin
                Arith_Enable = 1'b0;
                Logic_Enable = 1'b0;
                CMP_Enable = 1'b0;
                Shift_Enable = 1'b0;    
            end
        endcase
    end
endmodule
module LOGIC_UNIT #(parameter IN_DATA_WIDTH = 16, OUT_DATA_WIDTH = 16) 
(
    input wire [IN_DATA_WIDTH-1:0]  A,
    input wire [IN_DATA_WIDTH-1:0]  B,
    input wire                      CLK,
    input wire                      RST,
    input wire                      Logic_Enable,
    input wire [1:0]                Logic_FUN_SEL,
    output reg [OUT_DATA_WIDTH-1:0] Logic_OUT,
    output reg                      Logic_Flag
);
    reg [OUT_DATA_WIDTH-1:0] Logic_OUT_comb;
    wire Logic_Flag_comb;
    always @(*) begin
        Logic_OUT_comb = 'b0;
        if (Logic_Enable) begin
            case (Logic_FUN_SEL)
                2'b00 :
                begin
                    Logic_OUT_comb = A & B;
                end 
                2'b01 :
                begin
                    Logic_OUT_comb = A | B;
                end
                2'b10 :
                begin
                    Logic_OUT_comb = ~(A & B);
                end
                2'b11 :
                begin
                    Logic_OUT_comb = ~(A | B);
                end
                default: 
                begin
                    Logic_OUT_comb = 'b0;
                end
            endcase
        end
        else begin
           Logic_OUT_comb = 'b0; 
        end
    end
    assign Logic_Flag_comb = (Logic_Enable) ? 1'b1 : 1'b0;
    always @(posedge CLK or negedge RST) begin
        if (~RST) begin
            Logic_OUT <= 'b0;
            Logic_Flag <= 1'b0;
        end
        else begin
            Logic_OUT <= Logic_OUT_comb;
            Logic_Flag <= Logic_Flag_comb;
        end
    end
endmodule
module SHIFT_UNIT #(parameter IN_DATA_WIDTH = 16, OUT_DATA_WIDTH = 16) 
(
    input wire [IN_DATA_WIDTH-1:0]  A,
    input wire [IN_DATA_WIDTH-1:0]  B,
    input wire                      CLK,
    input wire                      RST,
    input wire                      Shift_Enable,
    input wire [1:0]                Shift_FUN_SEL,
    output reg [OUT_DATA_WIDTH-1:0] Shift_OUT,
    output reg                      Shift_Flag
);
    reg [OUT_DATA_WIDTH-1:0] Shift_OUT_comb;
    wire Shift_Flag_comb;
    always @(*) begin
        Shift_OUT_comb = 'b0;
        if (Shift_Enable) begin
            case (Shift_FUN_SEL)
                2'b00 :
                begin
                    Shift_OUT_comb = A >> 1;
                end 
                2'b01 :
                begin
                    Shift_OUT_comb = A << 1;
                end
                2'b10 :
                begin
                    Shift_OUT_comb = B >> 1;
                end
                2'b11 :
                begin
                    Shift_OUT_comb = B << 1;
                end
                default: 
                begin
                    Shift_OUT_comb = 'b0;
                end
            endcase
        end
        else begin
           Shift_OUT_comb = 'b0; 
        end
    end
    assign Shift_Flag_comb = (Shift_Enable) ? 1'b1 : 1'b0;
    always @(posedge CLK or negedge RST) begin
        if (~RST) begin
            Shift_OUT <= 'b0;
            Shift_Flag <= 1'b0;
        end
        else begin
            Shift_OUT <= Shift_OUT_comb;
            Shift_Flag <= Shift_Flag_comb;
        end
    end
endmodule
[flow/run.sh]
#!/bin/bash
# OpenROAD 26Q1-2900-gdf79404cd8, Yosys 0.63+post, stock flow scripts
make -C /OpenROAD-flow-scripts/flow DESIGN_CONFIG=/design/flow/config.mk WORK_HOME=/design/flow/orfs finish
==> results.py <==
# Generated from Yosys and OpenROAD reports
metrics = {
    "floorplan": {
        "die.size.y_um": 335,
        "die_area_um2": 112000,
        "die_w_um": 335,
        "fp_util_pct": 40.5,
        "core_um2": 109000,
        "pin_count": 123,
        "rows": 121,
    },
    "clock_network": {
        "tritoncts": "yes",
        "cts_made_buffers": 9,
        "ctsHtreeMaxLevel": 3,
        "cts.sinks": 71,
        "clockBufferDepth": 2,
        "cts-root-buf": "clkbuf_16",
        "cts.reportedPaths.clkPinSlew_ps": 80,
    },
    "cells_and_area": {
        "lay_top_cells": "2,758 x buf_4, 577 x nand2_1, 486 x nor2_1",
        "fin_util_pct": 72.6,
        "drive_gt1_share_pct": 48.5,
        "area_growth_syn_to_layout_pct": 79.2,
        "layout_top_cell": "buf_4",
    },
    "worst_setup_path": {
        "critPathCapture": "AR1.Arith_OUT[28]$_DFF_PN0_",
        "arrival_ps": 59270,
        "cp-start-kind": "input port",
        "crit_fanout": 11,
        "cp-end-kind": "register",
        "path_class": "input port to register",
        "worst_ep_required_time_ps": 1300,
        "max_stage_delay_ps": 600,
        "crit_top_cell": "a21o_1",
        "worst_path_max_delay_cell": "or4b_4",
        "critPathLaunch": "B[7]",
    },
    "routing": {
        "drtAntennaViolNets": 0,
        "wire_per_inst_um": 20.8,
        "drc": 0,
        "initialDrtViolationCount": 3345,
        "dr_total_vias": 57803,
        "firstDrtPassIters": 5,
        "vias_per_cell": 5.48,
        "routed_wl_um": 219000,
    },
    "logic_synthesis": {
        "top_area_share_pct": 18.7,
        "syn-instance-count": 5999,
        "ys_area_um2": 44300,
        "area_leaders": "ha_1 19%, fa_1 12%, xnor2_1 6.1%",
        "syn-mean-instance-area_um2": 7.39,
        "ys_cells": 5999,
        "syn_area_um2": 44300,
        "ys_ff": 71,
        "yosysUniqueCellTypes": 104,
        "ys_async_sr_fraction_pct": 100,
        "yosysWarnings": 5,
        "synth_seq_share_pct": 4.01,
        "edf_count": 0,
        "largest_area_cell": "ha_1",
        "flop_cell": "dfrtp_1",
    },
    "run_status": {
        "violations": "setup timing",
        "run_status": "finished, violations left",
    },
    "final_timing": {
        "setup_viol": 139,
        "drv_slew": 0,
        "tightest_slew_ps": 828,
        "whs_ps": 178,
        "setup_ws_ps": -57970,
        "min_period_ps": 58970,
        "timing.fmax_ghz": 0.0170,
        "fin_crit_sh_pct": 5900,
        "max_slew_margin_pct": 44.4,
        "hold_viol": 0,
        "rsz0062_at_grt": "true",
    },
    "global_route": {
        "grt.total_usage_pct": 39.0,
        "grt_pass1_vias": 55778,
        "grt_pass1_wl_um": 327000,
        "antenna_found_initial": 5,
        "grt_max_degree": 41,
        "grt_overflow": 0,
    },
    "job": {
        "warnings": 62,
        "drv_cap": 0,
    },
    "placement": {
        "portBuffers": 108,
        "dpl.hpwl_um": 170000,
        "gp_congestion": 1.05,
    },
    "hold_path": {
        "hold_path_class": "input port to async pin",
    },
}
## critical path, delay by kind of cell
kind	cells	cell delay (ps)
simple gates	74	13690
buf+inv	45	6250
xor+xnor	2	450
compound gates	136	27860
fa+ha+maj	32	8510
mux	7	2120
## per-layer routing
layer	up-vias	GRT usage [%]	part of all wire, %
met5	-	0	0.011
met1	27651	54.2	44
met4	4	11.2	4.2
li1	27645	-	-
met2	2035	60.8	44
met3	468	9.14	8.5
## worst min-delay path by stage
stage	startpoint	end	slack [ps]	depth (start not counted)
4_1_cts	RST	SH1.Shift_OUT[14]$_DFF_PN0_	170	2
6_report	RST	SH1.Shift_OUT[14]$_DFF_PN0_	180	2
5_1_grt	RST	SH1.Shift_OUT[14]$_DFF_PN0_	190	2
## registers in the layout, summed over array words and instances (netlist names)
| register | cells |
|---|---|
| L1.Logic_OUT | 16 |
| L1.Logic_Flag | 1 |
| AR1.Carry_OUT | 1 |
| CMP1.CMP_Flag | 1 |
| AR1.Arith_Flag | 1 |
| SH1.Shift_Flag | 1 |
| SH1.Shift_OUT | 16 |
| CMP1.CMP_OUT | 2 |
| AR1.Arith_OUT | 32 |
## final cells by class
cell class                 instances  area, um^2
tap                             1476        1850
multi-input combinational       5404       48500
timing repair inverter             1        11.3
clock inverter                     7        63.8
inverter                         475        1890
timing repair buffer            3105       25000
antenna                            1        2.50
fill                            8056       29900
clock buffer                       9         225
sequential                        71        1790
## logic make-up (layout without fill, tap and decap cells)
logic type / after synthesis / count (layout) / synth area share, %
DFF: 71 / 71 / 4.01
other: 2 / 167 / 0.0169
adders and majority gates: 926 / 926 / 30.6
buffers and inverters: 697 / 3597 / 6.18
muxes: 109 / 109 / 3.03
xor gates and xnor gates: 440 / 440 / 8.70
and+or+nand+nor: 2003 / 2006 / 21.0
AOI/OAI and AO/OA: 1751 / 1757 / 26.5
## metrics by stage
step,setup WS (ps),cells,instance area [um^2],setup TNS [ps]
final,-57970,10549,79400,-1866560
after global routing,-60190,10549,79400,-1939210
after CTS,-56880,10405,76200,-1846470
after detailed placement,-62690,9960,67400,-2031900
after global placement,-62690,9960,67400,-2031290
after floorplan,-57890,6163,48200,-1849700
## synth_stat cells (76+ instances only)
cell,n
a21o_1,195
a21oi_1,454
a31oi_1,76
clkbuf_1,145
fa_1,264
ha_1,662
inv_1,454
nand2_1,671
nand3_1,111
nor2_1,576
nor3_1,152
o21a_1,117
o21ai_0,302
xnor2_1,309
xor2_1,131
## repair_timing
item | 4_1_cts | 5_1_grt
gates cloned | 18 | 5
resized | 1205 | 550
endpoints found under the hold margin | 71 | 0
endpoints found under the setup margin | 139 | 140
pin swaps | 497 | 429
hold buffers | 1 | 0
setup buffers | 419 | 145
